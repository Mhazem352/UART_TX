==> /design/flow/design.v <==
module FSM #(parameter IN_data =8)(
input wire CLK,RST,
input wire PAR_EN,DATA_VALID,ser_done,
output reg ser_en,BUSY,
output reg [1:0] mux_sel
);
localparam IDLE=3'b000,START=3'b001,
           DATA=3'b010,PARITY=3'b011,
           STOP=3'b100;
reg [2:0]  current_state,next_state;
always@(posedge CLK or negedge RST)
begin
  if(!RST)
    current_state<=IDLE;
  else
    current_state<=next_state;
end
always @(*)
begin
  case(current_state)
        IDLE:begin
              if(DATA_VALID )
                next_state=START;
              else
                next_state=IDLE;
             end 
        START:begin
               next_state=DATA;
              end
        DATA:begin
               if(PAR_EN && ser_done)
                     next_state=PARITY;
               else if(!PAR_EN && ser_done)
                     next_state=STOP;
               else  
                     next_state=DATA;
              end
        PARITY:begin
                next_state=STOP;
               end
        STOP:begin
               next_state=IDLE;
             end
        default: next_state=current_state; 
  endcase             
end
always@(*)
begin
  BUSY=1;
  ser_en=0;
  case(current_state)
    IDLE:begin
          BUSY=1'b0;
          mux_sel='d1;
         end
    START:begin 
          mux_sel='d0;
          end
    DATA:begin
          mux_sel='d2;
          ser_en=1'b1;
         end
    PARITY:begin
          mux_sel='d3;
           end
    STOP:begin
          mux_sel='d1;
         end
    default : begin
               BUSY=1'b1;
               mux_sel='d0;
               ser_en=1'b0;
              end
  endcase
end
endmodule
module MUX (
input wire CLK ,RST,
input wire ser_data,par_bit,
input wire [1:0] mux_sel,
output reg TX_out
);
always @(*)
    begin
      case(mux_sel)
        2'b00:TX_out=1'b0;
        2'b01:TX_out=1'b1;
        2'b10:TX_out=ser_data;
        2'b11:TX_out=par_bit;
       endcase
    end
endmodule
module Parity_Calc #(parameter IN_data =8)(
input wire CLK,RST,
input wire DATA_VALID,BUSY,
input wire [IN_data-1:0] P_DATA,
input wire PAR_TYP,
output reg par_bit
);
always@(posedge CLK or negedge RST)
begin
 if(!RST)
     par_bit<=0;
 else begin
     case({DATA_VALID,BUSY,PAR_TYP})
       'b100:par_bit<=^P_DATA;
       'b101:par_bit<=~^P_DATA;
       default:par_bit<=par_bit; 
     endcase
    end
end
endmodule
module Serializer #(parameter IN_data =8,
                              count_bit=3)(
input wire CLK,RST,
input wire ser_en,DATA_VALID,BUSY,
input wire [IN_data-1:0] P_DATA,
output  ser_done,ser_data
);
reg [count_bit-1:0] counter;
reg [IN_data-1:0]   SR;  
assign ser_done=&counter;
assign ser_data=SR[0];
always @(posedge CLK or negedge RST)
begin
  if(!RST) begin
    counter<=0;
    SR<='d0;
  end
  else if(DATA_VALID && (!BUSY) )
      begin
        SR<=P_DATA;
        end
  else if(ser_en && !ser_done)
    begin
      SR<= {1'b0,SR[IN_data-1:1]};
      end
end
always@(posedge CLK or negedge RST)
begin
  if(!RST)
        counter<=0;
  else if(!ser_done && ser_en)
    counter<=counter+1;
  else
    counter<=0;
end
endmodule
module UART_TX #(parameter IN_data =8)(
input wire [IN_data-1:0] P_DATA,
input wire PAR_EN,PAR_TYP,DATA_VALID,
input wire CLK,RST,
output  TX_out,
output BUSY
); 
wire ser_done,ser_en,par_bit,ser_data,start_bit,stop_bit;
wire [1:0] mux_sel;
FSM u0 (
.CLK(CLK),
.RST(RST),
.DATA_VALID(DATA_VALID),
.PAR_EN(PAR_EN),
.ser_done(ser_done),
.ser_en(ser_en),
.mux_sel(mux_sel),
.BUSY(BUSY)
);
Serializer u1 (
.CLK(CLK),
.RST(RST),
.DATA_VALID(DATA_VALID),
.ser_done(ser_done),
.ser_en(ser_en),
.P_DATA(P_DATA),
.ser_data(ser_data),
.BUSY(BUSY)
);
Parity_Calc u2 (
.CLK(CLK),
.RST(RST),
.P_DATA(P_DATA),
.DATA_VALID(DATA_VALID),
.PAR_TYP(PAR_TYP),
.par_bit(par_bit),
.BUSY(BUSY)
);
MUX u3(
.CLK(CLK),
.RST(RST),
.mux_sel(mux_sel),
.ser_data(ser_data),
.par_bit(par_bit),
.TX_out(TX_out)
);
endmodule
==> /design/flow/run.sh <==
#!/bin/bash
# OpenROAD 26Q1-2900-gdf79404cd8, Yosys 0.63+post, stock flow scripts
make -C /OpenROAD-flow-scripts/flow DESIGN_CONFIG=/design/flow/config.mk WORK_HOME=/design/flow/orfs finish
==> /design/flow/config.mk <==
export PLATFORM = sky130hd
export DESIGN_NAME = UART_TX
export DESIGN_NICKNAME = UART_TX
export VERILOG_FILES = /design/flow/design.v
export SDC_FILE = /design/flow/constraint.sdc
export NUM_CORES = 4
export LEC_CHECK = 1
export CORE_AREA = 10 10 75 75
export DIE_AREA = 0 0 85 85
==> /design/flow/constraint.sdc <==
current_design UART_TX

set clk_period 2.6
set clk_io_pct 0.2

create_clock -name clk0 -period $clk_period [get_ports {CLK}]

set non_clock_inputs [all_inputs -no_clocks]
set_input_delay [expr $clk_period * $clk_io_pct] -clock clk0 $non_clock_inputs
set_output_delay [expr $clk_period * $clk_io_pct] -clock clk0 [all_outputs]
==> impl_metrics.env <==
# yosys + openroad results
export IMPL_drt_pass1_iterations=2
export IMPL_crit_type="reg -> out"
export IMPL_wl_um=1220
export IMPL_clkTransAtPathRegs_ns=0.05
export IMPL_die_height_um=85
export IMPL_dp_cells=114
export IMPL_grt_pass1_wl_um=2110
export IMPL_cts_tree="built"
export IMPL_period_used_pct=85.5
export IMPL_coreArea_um2=4060
export IMPL_cp_end_kind="output pin"
export IMPL_htree_num_levels=1
export IMPL_reg2regPathDepth=2
export IMPL_slew_viol_final=0
export IMPL_rows=23
export IMPL_rr_startpoint="u0.current_state[0]"
export IMPL_startpoint="u0.current_state[1]"
export IMPL_cap_violations=0
export IMPL_setup_viol=0
export IMPL_layout_drive_gt1_share_pct=8.82
export IMPL_critPathCapture="TX_out"
export IMPL_die_area_um2=7230
export IMPL_routed_via_count=406
export IMPL_ys_area_um2=583
export IMPL_wire_per_inst_um=10.3
export IMPL_clock_skew_final_ns=0.00264
export IMPL_final_cell_mix="clkdlybuf4s50_1 (13), dfrtp_1 (11), mux2i_1 (8), nand2_1 (8), o21ai_0 (8)"
export IMPL_finish_instance_area_um2=816
export IMPL_crit_arrival_ns=1.70
export IMPL_synth_distinct_cells=16
export IMPL_worst_slew_pin_slew_ns=0.561
export IMPL_gr_usage_all_layers_pct=3.51
export IMPL_fp_util_pct=14.4
export IMPL_syn2layout_area_growth_pct=39.9
export IMPL_hold_viol_final=0
export IMPL_grt_overflow=0
export IMPL_startpoint_type="register"
export IMPL_grt_pass1_vias=445
export IMPL_hpwl_um=915
export IMPL_ir_drop_mv=0.289
export IMPL_cts_root_buffer="clkbuf_8"
export IMPL_ys_flops=12
export IMPL_postCtsSetupRepairBufs=0
export IMPL_tool_warnings=26
export IMPL_yosys_cells=54
export IMPL_gp_congestion=0.749
export IMPL_status="finished clean"
export IMPL_r2r_slack_ns=1.22
export IMPL_final_cells=118
export IMPL_drt_iter0_drc=27
export IMPL_antenna_cells=0
export IMPL_cts_buffers=3
export IMPL_cp_required_ns=2.08
export IMPL_insertion_delay_ns=0.24
export IMPL_rsz0062_at_grt="false"
export IMPL_synth_area_um2=583
export IMPL_cp_max_fo=11
export IMPL_r2r_end="u1.SR[4]"
export IMPL_worst_hold_path_type="reg -> reg"
export IMPL_holdPathStages=1
export IMPL_fin_tns_setup_ns=0
export IMPL_dpl_cell_area_um2=761
export IMPL_io_pins=15
export IMPL_postRouteAntennaNets=0
export IMPL_cts_sinks=12
export IMPL_die_width_um=85
export IMPL_postSynthAreaPerCell_um2=10.8
export IMPL_whs_ns=0.422
export IMPL_route_detailed_drc=0
export IMPL_seq_area_frac_synth_pct=51.7
export IMPL_antenna_found_initial=0
export IMPL_final_min_clock_period_ns=2.22
export IMPL_maxSlewHeadroom_pct=62.6
export IMPL_viasPerCell=3.44
export IMPL_syn_instance_count=54
export IMPL_io_buffers=13
export IMPL_cts_max_path_buffers=2
export IMPL_ys_warn_count=10
export IMPL_p_per_area_nw_per_um2=562
export IMPL_cellLeakagePower_nw=0.342
export IMPL_fmax_ghz=0.450
export IMPL_cts_resized=0
export IMPL_layout_top_cell="clkdlybuf4s50_1"
export IMPL_postCtsHoldBufs=0
export IMPL_grt_start_max_net_pins=19
## critical path: stages, from the launching register on
cell	delay, ns
dfrtp_1	0.66
a21oi_1	0.12
a31oi_1	0.19
clkdlybuf4s50_1	0.50
## cells by family (layout without fill, tap and decap cells)
logic type / Yosys count / in the layout / share of synthesized area, %
DFF: 12 / 12 / 51.7
buffers and inverters: 5 / 19 / 3.86
muxes: 8 / 8 / 13.7
AOI/OAI and AO/OA: 10 / 10 / 8.80
and+or+nand+nor: 12 / 12 / 9.01
xor gates and xnor gates: 7 / 7 / 12.9
## per-layer routing
layer	GRT usage, %	vias up	share of wire [%]	routed length, um
met5	0	-	0	0
met3	2.70	0	12	147
met4	0.150	0	0	0
li1	-	211	-	-
met1	5.03	180	54	662
met2	4.16	15	33	407
## power by group
group	switching (mW)	leakage (nW)	internal [mW]
sequential	0.00827	0.158	0.192
clock	0.0641	0.0288	0.133
combinational	0.0212	0.155	0.0387
total	0.0936	0.342	0.365
## Yosys cell counts
library cell	number	area share [%]
a21oi_1	1	0.86
a31oi_1	1	1.1
and2_1	1	1.1
buf_2	3	2.6
dfrtp_1	11	47
dfstp_2	1	4.5
inv_1	2	1.3
mux2i_1	8	14
nand2_1	8	5.2
nand2b_1	1	1.1
nor2_1	1	0.64
o21ai_0	8	6.9
or2_2	1	1.1
xnor2_1	4	6.0
xnor3_1	1	3.9
xor2_1	2	3.0
## area by class of cell
cell class | count | area (um2)
flip-flops and latches | 12 | 302
well taps | 50 | 62.6
clock buffers | 4 | 55.1
repair buffers | 13 | 130
fillers | 422 | 3240
multi-input cells | 37 | 259
inverters | 2 | 7.51
## stage by stage
step	setup slack, ns	util (%)	power (mW)
CTS	0.389	20.1	0.463
floorplan	1.20	-	0.235
finish	0.377	20.1	0.458
global placement	0.598	18.7	0.263
detailed placement	0.607	18.7	0.263
global route	0.303	20.1	0.477
## worst min path at each step
stage	from	to	slack, ns
after CTS	u0.current_state[2]	u0.current_state[1]	0.43
final	u0.current_state[2]	u0.current_state[1]	0.42
after global routing	u0.current_state[2]	u0.current_state[1]	0.44
## registers in the layout, indices dropped and copies added, names as in the netlist
signal and flops:
u0.current_state 3, u2.par_bit 1, u1.SR 8
No activity file was given, so power comes from the tool's default toggle rates.
